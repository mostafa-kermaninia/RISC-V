==> design.v <==
module Register(clk,en,sclr,in,out);
	parameter N=32;
	input clk,en,sclr;
	input[N-1:0] in;
	output reg[N-1:0] out={N{1'b0}};
	always@(posedge clk)begin
		if(sclr)
		    	out<={N{1'b0}};
		else if(en)
			out<=in;
	end
endmodule
module IF_ID_Regs(input clk,sclr,en,input[31:0] InstrF,PCF,PCPlus4F,output[31:0] InstrD,PCD,PCPlus4D);
	Register	R33(clk,en,sclr,InstrF,InstrD);
	Register	R34(clk,en,sclr,PCF,PCD);
	Register	R35(clk,en,sclr,PCPlus4F,PCPlus4D);
endmodule
module ID_EX_Regs(input clk,sclr,RegWriteD,MemWriteD,ALUSrcD,JumpD,BranchD,JalrD,input[1:0] ResultSrcD,input [2:0] ALUControlD,func3D,input[4:0] Rs1D,
	Rs2D,RdD,input[31:0]  PCD,ExtImmD,PCPlus4D,RD1D,RD2D,output RegWriteE,MemWriteE,ALUSrcE,JumpE,BranchE,JalrE,output[1:0] ResultSrcE,
	output [2:0] ALUControlE,func3E,output[4:0] Rs1E,Rs2E,RdE,output[31:0]  PCE,ExtImmE,PCPlus4E,RD1E,RD2E);
	Register	#(1)	R1(clk,1'b1,sclr,RegWriteD,RegWriteE);
	Register	#(1)	R2(clk,1'b1,sclr,MemWriteD,MemWriteE);
	Register	#(1)	R3(clk,1'b1,sclr,JumpD,JumpE);
	Register	#(1)	R4(clk,1'b1,sclr,ALUSrcD,ALUSrcE);
	Register	#(1)	R5(clk,1'b1,sclr,BranchD,BranchE);
	Register	#(1)	R6(clk,1'b1,sclr,JalrD,JalrE);
	Register	#(2)	R7 (clk,1'b1,sclr,ResultSrcD,ResultSrcE);
	Register	#(3)	R8 (clk,1'b1,sclr,ALUControlD,ALUControlE);
	Register	#(3)	R9 (clk,1'b1,sclr,func3D,func3E);
	Register	#(5)	R10 (clk,1'b1,sclr,Rs1D,Rs1E);
	Register	#(5)	R11 (clk,1'b1,sclr,Rs2D,Rs2E);
	Register	#(5)	R12 (clk,1'b1,sclr,RdD,RdE);
	Register		R13 (clk,1'b1,sclr,PCD,PCE);
	Register		R14(clk,1'b1,sclr,ExtImmD,ExtImmE);
	Register		R15(clk,1'b1,sclr,PCPlus4D,PCPlus4E);
	Register		R16(clk,1'b1,sclr,RD1D,RD1E);
	Register		R17(clk,1'b1,sclr,RD2D,RD2E);
endmodule
module EX_Mem_Regs(input clk,RegWriteE,MemWriteE,input [1:0] ResultSrcE,input[4:0] RdE,input[31:0] ALUResultE,WriteDataE,ExtImmE,
	PCPlus4E,output RegWriteM,MemWriteM,output [1:0] ResultSrcM,output[4:0] RdM,output[31:0] ALUResultM,WriteDataM,ExtImmM,
	PCPlus4M);
	Register	#(1)	R18(clk,1'b1,1'b0,RegWriteE,RegWriteM);
	Register	#(1)	R19(clk,1'b1,1'b0,MemWriteE,MemWriteM);
	Register	#(2)	R20 (clk,1'b1,1'b0,ResultSrcE,ResultSrcM);
	Register	#(5)	R21 (clk,1'b1,1'b0,RdE,RdM);
	Register		R22 (clk,1'b1,1'b0,ALUResultE,ALUResultM);
	Register		R23 (clk,1'b1,1'b0,WriteDataE,WriteDataM);
	Register		R24 (clk,1'b1,1'b0,ExtImmE,ExtImmM);
	Register		R25 (clk,1'b1,1'b0,PCPlus4E,PCPlus4M);
endmodule
module Mem_WB_Regs(input clk,RegWriteM,input[1:0] ResultSrcM,input[4:0] RdM,input[31:0]	ALUResultM,ReadDataM,ExtImmM,PCPlus4M,
	output RegWriteW,output[1:0] ResultSrcW,input[4:0] RdW,output[31:0]	ALUResultW,ReadDataW,ExtImmW,PCPlus4W);
	Register	#(1)	R26(clk,1'b1,1'b0,RegWriteM,RegWriteW);
	Register	#(2)	R27 (clk,1'b1,1'b0,ResultSrcM,ResultSrcW);
	Register	#(5)	R28 (clk,1'b1,1'b0,RdM,RdW);
	Register		R29 (clk,1'b1,1'b0,ALUResultM,ALUResultW);
	Register		R30 (clk,1'b1,1'b0,ReadDataM,ReadDataW);
	Register		R31 (clk,1'b1,1'b0,ExtImmM,ExtImmW);
	Register		R32 (clk,1'b1,1'b0,PCPlus4M,PCPlus4W);
endmodule
==> run.sh <==
#!/bin/bash
# OpenROAD 26Q1-2900-gdf79404cd8, Yosys 0.63+post, stock flow scripts
make -C /OpenROAD-flow-scripts/flow DESIGN_CONFIG=/design/flow/config.mk WORK_HOME=/design/flow/orfs finish
==> config.mk <==
export PLATFORM = sky130hd
export DESIGN_NAME = ID_EX_Regs
export DESIGN_NICKNAME = ID_EX_Regs
export VERILOG_FILES = /design/flow/design.v
export SDC_FILE = /design/flow/constraint.sdc
export NUM_CORES = 4
export LEC_CHECK = 1
export CORE_AREA = 10 10 183 183
export DIE_AREA = 0 0 193 193
==> constraint.sdc <==
current_design ID_EX_Regs

set clk_period 1.0
set clk_io_pct 0.2

create_clock -name clk0 -period $clk_period [get_ports {clk}]

set non_clock_inputs [all_inputs -no_clocks]
set_input_delay [expr $clk_period * $clk_io_pct] -clock clk0 $non_clock_inputs
set_output_delay [expr $clk_period * $clk_io_pct] -clock clk0 [all_outputs]
==> flow_summary.json <==
{
  "outcome": "finished with violations",
  "vias_per_cell": 3.35,
  "die_w_um": 193,
  "ys_seq_share_pct": 67.0,
  "place_congestion": 0.858,
  "fp_util_pct": 19.1,
  "p_leak_nw": 4.27,
  "synth_cells": 399,
  "flop_cell": "dfxtp_1",
  "top_cells_by_area": "dfxtp_1, nor2b_1, nor2b_4",
  "power_density_nw_per_um2": 1710,
  "min_path_type": "in -> reg",
  "ir_worst_vdd_v": 0.000929,
  "grt_max_degree": 36,
  "h-tree-depth": 4,
  "synth-edff-count": 0,
  "drv_cap": 0,
  "setup_slack_ns": -0.0961,
  "holdWs_ns": 0.0766,
  "cts_tree": "yes",
  "cts_hold_buf": 0,
  "io_buffers": 379,
  "crit_path_top_delay_cell": "dfxtp_2",
  "dr_wl_met2_um": 8680,
  "maxSlewHeadroom_pct": 85.1,
  "yosysTopAreaCell": "dfxtp_1",
  "period_needed_ns": 1.10,
  "critical_path_required_ns": 0.80,
  "crit_path_start": "R17.out[14]",
  "wl_met1_um": 7000,
  "tightest_slew_ns": 0.223,
  "die_h_um": 193,
  "grt_pass1_vias": 4320,
  "drive_gt1_share_pct": 45.2,
  "worstPathArrival_ns": 0.90,
  "synthDistinctLibCells": 8,
  "hpwl_um": 15200,
  "fillers": 3005,
  "rsz0062_at_grt": "yes",
  "synthToLayoutAreaGrowth_pct": 69.1,
  "async_flop_share_pct": 0,
  "crit_cells": 1,
  "setup_viol_count_final": 189,
  "cts_root_buf": "clkbuf_16",
  "netlist.area_leader.share_pct": 67.0,
  "fmax_mhz": 912,
  "cp.buffers_inverters": 1,
  "ys_ff": 189,
  "gr-total-overflow": 0,
  "violations": "setup timing",
  "ys_warn_count": 5,
  "critPathMaxStageDelay_ns": 0.36,
  "numCtsBuffers": 17,
  "clk_pin_slew_ns": 0.07,
  "ys_chip_area_um2": 5650,
  "vias": 3987,
  "warning_count": 27,
  "finalClockPeriodUsage_pct": 110,
  "post-synth-top-count-cell": "dfxtp_1",
  "wl_per_cell_um": 15.8,
  "common_cells": "dfxtp_1, nor2b_1, nor2b_2",
  "criticalPathCategory": "reg -> out",
  "hold_violations": 0,
  "core-area_um2": 29600,
  "fin_area_um2": 9550,
  "cp_top_family": "flip-flops",
  "clock_path_buffers": 2,
  "drv_slew": 0,
  "chip_area_um2": 37200,
  "top_layer_used": "met4",
  "critical_path.max_fanout": 1,
  "critPathLaunchType": "register",
  "wl_met3_um": 2860,
  "path_cells": "buf_2",
  "yosysCellCount": 399,
  "cp-end-kind": "output port",
  "first_iter_violations": 45,
  "placed_cell_area_um2": 9840,
  "drc": 0,
  "postRouteWirelength_um": 18800,
  "num_rows": 63,
  "io_pins": 380,
  "clock_sinks": 189,
  "endpoint": "RD2E[14]",
  "cts_setup_buffers": 0,
  "final_antenna_net_count": 0,
  "grt_pass1_wl_um": 26800,
  "drt_pass1_iterations": 4,
  "antenna_found_initial": 0,
  "synth_area_um2": 5650,
  "antenna_cells": 0,
  "grt.total_usage_pct": 9.70,
  "syn_area_per_cell_um2": 14.2
}
-- layer usage --
metal  vias up  global-route usage [%]
li1       1975                       -
met1      1761                    11.2
met2       238                    15.5
met3        13                    5.94
met5         -                       0
met4         0                    1.30
-- stage by stage --
step           total power [mW]  setup slack, ns  cells  util [%]  TNS (ns)
2_1_floorplan              8.68            0.210    399         -         0
3_3_place_gp               10.4           -0.140   1159      33.3    -0.605
3_5_place_dp               10.4           -0.118   1159      33.3    -0.522
4_1_cts                    16.7           -0.154   1191      32.1    -12.52
5_1_grt                    17.2           -0.152   1191      32.3    -14.80
6_report                   16.4          -0.0961   1191      32.3     -4.74
-- logic make-up after synthesis --
family	after synthesis	share of synthesized area [%]
flip-flops	189	67.0
AND/OR/NAND/NOR	189	28.9
buffers and inverters	21	4.10
-- power by group --
group	total, mW	internal [mW]	switching (mW)
sequential	8.03	7.94	0.0861
combinational	1.76	1.27	0.490
clock	6.57	3.63	2.94
-- flip-flops by register name, indices dropped and copies added, names as in the netlist, 2 cells and up --
| name | flops |
|---|---|
| R7.out | 2 |
| R13.out | 32 |
| R10.out | 5 |
| R17.out | 32 |
| R14.out | 32 |
| R12.out | 5 |
| R8.out | 3 |
| R9.out | 3 |
| R11.out | 5 |
| R15.out | 32 |
| R16.out | 32 |
-- layout by cell type, fill, tap and decap left out --
cell type / synthesis / routed
buf_2: 7 / 180
dfxtp_1: 189 / 159
buf_6: 9 / 9
dfxtp_2: 0 / 30
bufinv_16: 0 / 1
nor2b_1: 89 / 89
buf_12: 4 / 4
clkbuf_1: 0 / 2
inv_6: 0 / 2
clkdlybuf4s50_1: 0 / 189
clkinv_2: 0 / 5
buf_4: 0 / 8
clkbuf_8: 0 / 3
clkinvlp_4: 0 / 2
buf_8: 1 / 1
nor2b_2: 60 / 60
nor2b_4: 40 / 40
clkbuf_16: 0 / 17
-- how the worst min path moves through the flow --
stage / endpoint / start / cells past startpoint
4_1_cts: R14.out[29] / sclr / 2
5_1_grt: R14.out[29] / sclr / 2
6_report: R14.out[29] / sclr / 2
-- repair_timing --
item | CTS | global route
gates cloned | 0 | 0
resized | 648 | 21
setup endpoints to repair | 189 | 189
-- cell type report --
cell class / count / area (µm²) / area share, %
Clock buffer: 22 / 474 / 4.96
Clock inverter: 10 / 87.6 / 0.917
Multi-Input combinational cell: 189 / 1630 / 17.1
Sequential cell: 189 / 3820 / 40.0
Tap cell: 390 / 488 / 5.11
Timing Repair Buffer: 391 / 3050 / 31.9
Power is estimated from default activity; no workload was simulated.
