$ cat run.sh
#!/bin/bash
# OpenROAD 26Q1-2900-gdf79404cd8, Yosys 0.63+post, stock flow scripts
make -C /OpenROAD-flow-scripts/flow DESIGN_CONFIG=/design/flow/config.mk WORK_HOME=/design/flow/orfs finish
$ cat config.mk
export PLATFORM = sky130hd
export DESIGN_NAME = RegisterFile
export DESIGN_NICKNAME = RegisterFile
export VERILOG_FILES = /design/flow/design.v
export SDC_FILE = /design/flow/constraint.sdc
export NUM_CORES = 4
export LEC_CHECK = 1
export CORE_UTILIZATION = 50
$ cat design.v
module RegisterFile(input clk,we,input [4:0] A1,A2,A3,input[31:0] WD3,output[31:0] RD1,RD2);
	reg[31:0] regs [0:31];
	initial begin
		regs[0]=32'b0;
	end
	assign RD1=regs[A1];
	assign RD2=regs[A2];
	always@(negedge clk)begin 
		if(we==1&&A3!=32'b0)
			regs[A3]<=WD3;
		else
			regs[A3]<=regs[A3];
	end
endmodule			
$ cat constraint.sdc
current_design RegisterFile

set clk_period 6.4
set clk_io_pct 0.2

create_clock -name clk0 -period $clk_period [get_ports {clk}]

set non_clock_inputs [all_inputs -no_clocks]
set_input_delay [expr $clk_period * $clk_io_pct] -clock clk0 $non_clock_inputs
set_output_delay [expr $clk_period * $clk_io_pct] -clock clk0 [all_outputs]
==> reports/results.txt <==
Outcome: finished, violations left
Failing checks: setup timing
Worst VDD drop: 0.000236 V
Synthesized cell area: 0.0488 sq mm
Floorplan die height: 314 um
Initial drt markers: 2,274
Worst setup path class: register to output port
I/O pin count: 113
Initial antenna violation count: 2
Drt drc: 0
Top logic family: multiplexers
Pleak: 27.2 nW
Ys cells: 3,387
Fp_density: 50.4%
Die Area: 0.0988 sq mm
Synth flops: 1,024
AND-OR/OR-AND Cells, Area Fraction: 8.05%
Number of antenna cells inserted: 0
Share of cells above drive strength 1: 14.7%
Slew @ Worst Pin: 0.834 ns
Sw frac: 28.4%
Largest regs: regs x1024
GPL Wtd Cong: 0.911
Clock root buffer: clkbuf_16
Crit path from: regs[2][26]$_DFFE_NP_
CTS tree: built
Top cells, area: edfxtp_1 (63%), mux2i_1 (21%), a22oi_1 (3.0%)
Final Cell Area: 0.0618 sq mm
TritonRoute pass-1 iters: 6
P_int: 0.0131 W
Post-Syn Area per Cell: 14.4 sq um
Fin Setup TNS: -8.20 ns
Synth Instances: 3,387
RSZ-0062 raised after global routing: true
Worst Setup Start Kind: register
Die Wd: 314 um
Area of placed instances: 0.0534 sq mm
Yosys simple share: 4.71%
Arrival @ worst endpoint: 5.36 ns
Largest net degree at the start of global routing: 83
Worst min path class: input pin to output port
Combinational share of power: 8.5%
Number of flip-flops in the largest register: 1,024
Yosys adder share: 0%
Vias after detailed routing: 35.0k
Sequential area share after synthesis: 63.1%
Drt via density: 5.79
Synthesized chip area reported by yosys: 0.0488 sq mm
Max-cap violations: 0
Reg power frac: 41.6%
IO buf count: 112
Clock Pin Slew Worst Setup and Hold Paths: 0.03 ns
Final worst setup slack: -0.241 ns
Clk buf depth: 3
Antenna Violating Nets Remaining: 0
Cells along the critical path: mux2i_1, a22o_1, nor3_2, a31oi_1, buf_4, nand3_4, buf_2
Synth unique cells: 25
Mux frac, synth: 21.0%
CP Data Required Time: 5.12 ns
Synth-to-Final Area Change: 26.7%
Max Slew Vio Count: 0
Headroom to the max-slew limit: 44.3%
Clk sinks: 1,024
CTS Buf Count: 113
GRT Residual Overflow: 0
Gr usage total: 34.3%
Net Sw Power: 0.00519 W
Fin. Hold Viols: 0
First-pass GRT wire length: 225,000 um
XOR Share, Synth: 0%
Top cell excl fill/tap: inv_1
Drt wl/cell: 25.3 um
Crit path capture type: output port
Vias in the first global route: 38.7k
Setup violations, final: 64
Clk network pwr share: 49.9%
Row count: 114
Pwr/cell area: 295 mW/mm^2
Biggest register: regs
Synth area leader: edfxtp_1
H-tree levels: 3
Core Region: 0.0967 sq mm
Worst path slowest cell: edfxtp_1
DP HPWL: 88,800 um
Drt total wl: 153,000 um
Worst Setup EP: RD1[26]
CP max FO: 2
Area leader share: 63.1%
CP peak stage delay: 0.39 ns
Total tool warning count: 1,030
Syn. warnings: 1
Top logic cells by instance count in the layout: inv_1 (1,051), edfxtp_1 (1,024), mux2i_1 (1,022), nand2_1 (193)
-- synth_stat cells --
cell and count:
clkbuf_1 71, nor3_1 64, nand2_1 195, or3b_2 3, buf_6 37, a21oi_1 192
nand2b_1 4, or3_1 1, buf_2 79, nor2_1 34, nand3b_1 5, a31oi_1 64
a22oi_1 192, clkbuf_4 4, mux2i_1 1024, buf_1 10, nand3_1 194, inv_1 1
nor2b_1 4, a22o_1 128, edfxtp_1 1024, conb_1 1, and2_1 2, buf_4 52
or2_2 2
-- final cells by class --
cell class | count | area (sq um)
well taps | 1276 | 1600
multi-input cells | 2140 | 17800
fillers | 6804 | 34900
flip-flops and latches | 1024 | 30700
clock buffers | 114 | 2850
clock inverters | 1111 | 4820
repair buffers | 380 | 3910
-- routing by layer --
layer / part of all wire (%) / global-route usage [%] / vias to the layer above / wire (um)
met1: 36 / 43.2 / 16700 / 54500
met3: 15 / 23.9 / 306 / 22300
met4: 3.3 / 14.1 / 14 / 5050
met5: 0.19 / 1.89 / - / 297
li1: - / - / 16000 / -
met2: 46 / 47.3 / 1998 / 70500
-- cell families (layout without fill, tap and decap cells) --
family,after synthesis,in the layout
compound gates,576,576
buf+inv,254,1605
flops,1024,1024
mux,1024,1024
other cells,1,32
simple gates,508,508
-- what timing repair did --
item / 4_1_cts / 5_1_grt
pin swaps: 152 / 67
hold buffers: 0 / 0
cloned: 0 / 0
endpoints found under the setup margin: 64 / 64
buffers inserted: 10 / 4
gates resized: 357 / 33
-- worst max-delay path: cells and delay by family, from the launching register on --
kind | cells | cell delay [ns]
simple gates | 2 | 0.14
flops | 1 | 0.39
mux | 1 | 0.21
compound gates | 2 | 0.39
buf+inv | 2 | 0.33
-- through the flow --
stage	worst slack (ns)	cells	hold slack (ns)	utilization [%]	total power [W]
after floorplan	-0.500	3418	2.82	-	0.00938
after global placement	-0.201	4825	3.87	55.2	0.0101
after detailed placement	-0.194	4825	3.86	55.2	0.0101
after CTS	-0.271	6045	3.47	63.7	0.0185
after global routing	-0.401	6045	3.53	63.9	0.0194
final	-0.241	6045	3.46	63.9	0.0182
-- power by group through the flow --
stage / registers (W) / logic, W / clock network [W]
after CTS: 0.00758 / 0.00153 / 0.00935
after global routing: 0.00758 / 0.00165 / 0.0102
final: 0.00758 / 0.00156 / 0.00910
-- how the worst min path moves through the flow --
| stage | startpoint | end | slack [ns] | depth (start not counted) |
|---|---|---|---|---|
| finish | A2[1] | RD2[21] | 3.46 | 7 |
| CTS | A2[1] | RD2[21] | 3.47 | 7 |
| global route | A2[1] | RD2[12] | 3.53 | 6 |
Power is estimated from default activity; no workload was simulated.
